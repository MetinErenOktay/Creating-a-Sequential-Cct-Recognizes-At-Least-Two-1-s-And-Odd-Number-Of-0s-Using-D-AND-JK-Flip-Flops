==> /design/flow/design.v <==
`timescale 1ns / 1ps
module dff (input d,  
              input rst,  
              input clk,  
              output reg q);  
    always @(posedge clk or posedge rst) 
    begin
        if(rst)
            q <= 0; 
        else 
            q <= d; 
    end  
endmodule 
`timescale 1ns / 1ps
module machine_d(
    input x,
    input rst,  
    input clk,
    output F
    );
    reg [2:0] current_state = 3'b000;
    wire [2:0] next_state;
    dff d_A (
                .d((current_state[2]) | (current_state[1]&x)),
                .clk(clk),
                .rst(rst),
                .q(next_state[2]));
    dff d_B (
                .d((current_state[1]&(~x)) | (~current_state[2]&~current_state[1]&x)),
                .clk(clk),
                .rst(rst),
                .q(next_state[1]));
    dff d_C (
                .d((~current_state[0]&(~x)) | (current_state[0]&x)),
                .clk(clk),
                .rst(rst),
                .q(next_state[0]));    
    always @(rst or next_state) begin
        if(rst) begin current_state <= 3'b000; end
        else begin current_state <= next_state; end
    end   
    assign F = (current_state[2]&current_state[0]);
endmodule
==> /design/flow/run.sh <==
#!/bin/bash
# OpenROAD 26Q1-2900-gdf79404cd8, Yosys 0.63+post, stock flow scripts
make -C /OpenROAD-flow-scripts/flow DESIGN_CONFIG=/design/flow/config.mk WORK_HOME=/design/flow/orfs finish
==> /design/flow/config.mk <==
export PLATFORM = sky130hd
export DESIGN_NAME = machine_d
export DESIGN_NICKNAME = machine_d
export VERILOG_FILES = /design/flow/design.v
export SDC_FILE = /design/flow/constraint.sdc
export NUM_CORES = 4
export LEC_CHECK = 1
export CORE_AREA = 10 10 70 70
export DIE_AREA = 0 0 80 80
==> /design/flow/constraint.sdc <==
current_design machine_d

set clk_period 1.5
set clk_io_pct 0.2

create_clock -name clk0 -period $clk_period [get_ports {clk}]

set non_clock_inputs [all_inputs -no_clocks]
set_input_delay [expr $clk_period * $clk_io_pct] -clock clk0 $non_clock_inputs
set_output_delay [expr $clk_period * $clk_io_pct] -clock clk0 [all_outputs]
==> flow_summary.json <==
{
  "relSlewSlack": 0.902,
  "cap_violations": 0,
  "dieArea_um2": 6400,
  "finalCritPeriodShare": 0.928,
  "drt-total-wl_um": 323,
  "xor_area_frac": 0.0680,
  "firstDrtPassIters": 2,
  "yosysSeqAreaShare": 0.583,
  "wire_per_inst_um": 4.75,
  "yosysWarnings": 2,
  "critical_path_class": "flop to output port",
  "antenna_found_initial": 0,
  "viasPerCell": 1.72,
  "overflow": 0,
  "seqCellArea_um2": 75.1,
  "r2r-end": "d_C.q",
  "fin_crit_ps": 1390,
  "final_core_util": 0.0777,
  "logic_area_um2": 52.6,
  "syn_inst": 12,
  "p_leak_nw": 0.110,
  "syn_area_um2": 129,
  "hp-class": "input pin to asynchronous set/reset pin",
  "r2r_cells": 4,
  "start_kind": "flop",
  "busiest_layer": "met3",
  "grt_pass1_vias": 109,
  "syn_to_final_growth_pct": 106,
  "ys_sh_mux": 0,
  "simple_gate_area_frac": 0.155,
  "finalHoldViolCount": 0,
  "top_logic_kind": "AND-OR/OR-AND gates",
  "warnings": 25,
  "fp.dieW_um": 80,
  "worstMarginPinSlew_ps": 146,
  "grt_use_total": 0.0104,
  "cp_max_fo": 2,
  "fp_util": 0.0377,
  "ant_nets": 0,
  "critPathArrivalTime_ps": 1090,
  "syn_avg_cell_area_um2": 10.7,
  "dpl.hpwl_um": 258,
  "ir_drop_uv": 96.7,
  "clkLatencyLatePin_ps": 230,
  "cp_data_required_time_ps": 1200,
  "vias": 117,
  "cts_tree": "built",
  "power_density_nw_per_um2": 1020,
  "ys_ff": 3,
  "place_congestion": 0.536,
  "clock-sinks": 3,
  "die_y_um": 80,
  "synth_cell_type_count": 9,
  "h-tree-depth": 1,
  "yosysCellCount": 12,
  "fillers": 405,
  "core.rowCount": 21,
  "reg2reg_slack_ps": 540,
  "diodes": 0,
  "setup_violations": 0,
  "grt_use_met3": 0.0159,
  "crit_path_end_kind": "output port",
  "rsz0062_at_grt": "false",
  "cts_buffer_depth": 2,
  "slew_viol_final": 0,
  "drc_errors": 0,
  "fmax_mhz": 718,
  "path_clk_slew_ps": 40,
  "crit-reg2reg-launch": "d_C.q",
  "cts-root-buf": "clkbuf_4",
  "core_area_um2": 3420,
  "num_io_pins": 4,
  "adder_share": 0,
  "fin_worst_skew_ps": 1.94,
  "port_buffers": 3,
  "dr.first_iter.drc_count": 2,
  "crit_start": "d_C.q",
  "ys_chip_area_um2": 129,
  "endpoint": "F",
  "grt_pass1_wl_um": 448,
  "status": "completed",
  "setup_tns_ps": 0,
  "gr-usage-met1": 0.00998,
  "use_met2": 0.0104,
  "drive_above_1_share": 0.318,
  "numCtsBuffers": 3,
  "grt_max_degree": 5,
  "yosys.area_share.aoi": 0.165
}
-- metal layers --
layer	vias to the layer above	routed length, µm
met2	3	128
met3	0	43
met4	0	0
met1	53	151
li1	61	-
met5	-	0
-- kinds of logic after synthesis --
kind of cell	count (synthesis)
simple gates	4
compound gates	3
flops	3
xor+xnor	1
buf+inv	1
-- layout make-up --
class,count,area share
flip-flops and latches,3,0.283
well taps,46,0.217
multi-input cells,8,0.198
repair buffers,6,0.189
clock buffers,4,0.0991
inverters,1,0.0142
-- registers in the layout (all words and copies together) (netlist names) --
register,cells
d_A.q,1
d_C.q,1
d_B.q,1
-- worst min-delay path by stage --
stage / start / slack (ps) / to
CTS: rst / 230 / d_C.q
global route: rst / 240 / d_A.q
finish: rst / 230 / d_C.q
-- what timing repair did --
item,4_1_cts,5_1_grt
gates resized,3,0
endpoints found under the setup margin,1,0
hold buffers,0,0
setup buffers,1,0
-- Yosys cell counts --
cell type  n  share of area
a21oi_1    1          0.039
a22o_1     1          0.068
and2_1     1          0.049
dfrtp_1    3           0.58
inv_1      1          0.029
nor2_1     2          0.058
nor2b_1    1          0.049
o21bai_1   1          0.058
xnor2_1    1          0.068
-- where the power goes --
part	internal, W	switching [W]
clock network	0.0000996	0.0000404
logic	0.0000233	0.0000124
registers	0.0000904	0.00000474
-- stage by stage --
| stage | setup WS (ps) | power (W) | instances | hold WS [ps] | instance area, µm² |
|---|---|---|---|---|---|
| after CTS | 86.9 | 0.000280 | 68 | 226 | 265 |
| after floorplan | 608 | 0.000110 | 12 | 53.6 | 129 |
| after global placement | -273 | 0.000127 | 63 | 504 | 231 |
| final | 108 | 0.000271 | 68 | 230 | 265 |
| after detailed placement | -282 | 0.000129 | 63 | 514 | 231 |
| after global routing | 43.2 | 0.000286 | 68 | 244 | 265 |
-- layout by cell type, fill, tap and decap left out --
cell,instances
clkbuf_4,3
dfrtp_1,3
buf_4,3
nor2_1,2
dlygate4sd2_1,2
a21oi_1,1
o21bai_1,1
a22o_1,1
nor2b_2,1
xnor2_1,1
inv_1,1
and2_1,1
clkbuf_1,1
clkdlybuf4s50_1,1
-- worst max-delay path, cell delays in order, from the launching register on --
cell,delay [ps]
dfrtp_1,340
nor2b_2,140
and2_1,140
dlygate4sd2_1,240
No activity file was given, so power comes from the tool's default toggle rates.
