==> /design/flow/design.v <==
`timescale 1ns / 1ps
module jkff (input j,  
              input k,  
              input rst,  
              input clk,  
              output reg q);  
    always @(posedge clk or posedge rst) 
    begin
        if(rst)begin
            q <= 1'b0;
            end 
        else begin
            case({j,k})
                2'b00: begin
                    q <= q;
                end
                2'b01: begin
                    q <= 0;
                end
                2'b10: begin
                    q <= 1;
                end
                2'b11: begin
                    q <= ~q;
                end 
            endcase
        end
    end 			  
endmodule 
`timescale 1ns / 1ps
module machine_jk(
    input x,
    input rst,  
    input clk,
    output F
    );
    reg [2:0] current_state_jk = 3'b000;
    wire [2:0] next_state_jk;
    jkff jk_A (
                .j(current_state_jk[1]&x),
                .k(~current_state_jk[2] | current_state_jk[1]),
                .clk(clk),
                .rst(rst),
                .q(next_state_jk[2]));
    jkff jk_B (
                .j(~current_state_jk[2]&x),
                .k(current_state_jk[1]&x),
                .clk(clk),
                .rst(rst),
                .q(next_state_jk[1]));
    jkff jk_C (
                .j(~current_state_jk[0]&~x),
                .k(current_state_jk[0]&~x),
                .clk(clk),
                .rst(rst),
                .q(next_state_jk[0]));    
    always @(rst or next_state_jk) begin
        if(rst) begin current_state_jk <= 3'b000; end
        else begin current_state_jk <= next_state_jk; end
    end      
    assign F = (current_state_jk[2]&current_state_jk[0]);
endmodule
==> /design/flow/run.sh <==
#!/bin/bash
# OpenROAD 26Q1-2900-gdf79404cd8, Yosys 0.63+post, stock flow scripts
make -C /OpenROAD-flow-scripts/flow DESIGN_CONFIG=/design/flow/config.mk WORK_HOME=/design/flow/orfs finish
==> /design/flow/config.mk <==
export PLATFORM = sky130hd
export DESIGN_NAME = machine_jk
export DESIGN_NICKNAME = machine_jk
export VERILOG_FILES = /design/flow/design.v
export SDC_FILE = /design/flow/constraint.sdc
export NUM_CORES = 4
export LEC_CHECK = 1
export CORE_AREA = 10 10 70 70
export DIE_AREA = 0 0 80 80
==> /design/flow/constraint.sdc <==
current_design machine_jk

set clk_period 1.3
set clk_io_pct 0.2

create_clock -name clk0 -period $clk_period [get_ports {clk}]

set non_clock_inputs [all_inputs -no_clocks]
set_input_delay [expr $clk_period * $clk_io_pct] -clock clk0 $non_clock_inputs
set_output_delay [expr $clk_period * $clk_io_pct] -clock clk0 [all_outputs]
==> results_dict.tcl <==
# metrics dict for downstream scripts
set metrics [dict create \
    path_delay_family "flip-flops" \
    cp.arrival_ns 0.99 \
    yosysSeqAreaShare_pct 55.56 \
    drive_gt1_share_pct 38.46 \
    crit_end "F" \
    netlist_instances 13 \
    setup_violations 0 \
    path_clk_slew_ns 0.04 \
    min_period_ns 1.249 \
    reg2reg_slack_ns 0.29 \
    pre_cts_slack_ns -0.3565 \
    synth-seq-cells 3 \
    drt_iter0_markers 1 \
    crit_path_cell_trace "and3_4 -> dlygate4sd2_1" \
    antenna_left 0 \
    vias 142 \
    slowest_stage "dfrtp_1" \
    dr.pass1.iters 2 \
    nFillCells 400 \
    die_area_um2 6400 \
    gp_congestion 0.6101 \
    cts_tree "yes" \
    timing.critical_path.buf_inv 1 \
    die_w_um 80 \
    ios 4 \
    timing.max_cap.violations 0 \
    fin_crit_sh_pct 96.09 \
    area_growth_syn_to_layout_pct 120.4 \
    overflow 0 \
    grt_pass1_vias 159 \
    cp-startpoint "jk_C.q" \
    critPathLaunchType "flip-flop" \
    status "finished, final reports clean" \
    p_leak_nw 0.1243 \
    hold_violations 0 \
    ctsHoldBuffers 0 \
    routed_wl_um 397 \
    regToRegStartpoint "jk_A.q" \
    r2r_cells 3 \
    track_usage_pct 1.574 \
    slowest_delay_ns 0.37 \
    rsz0062_at_grt "false" \
    tightest_slew_ns 0.1773 \
    design_area_um2 297.8 \
    h-tree-depth 1 \
    post_drt_wl_per_cell_um 5.438 \
    whs_ns 0.2362 \
    port_buffers 3 \
    core-area_um2 3416 \
    report.final.slew_viol_count 0 \
    ys_types 10 \
    relSlewSlack_pct 88.14 \
    hp-class "primary input to async pin" \
    via_per_inst 1.945 \
    num_rows 21 \
    grt_max_degree 6 \
    final_util_pct 8.718 \
    worst_slack_ns 0.05077 \
    warnings 25 \
    finalSetupTns_ns 0 \
    cts_buffers 3 \
    syn_area_per_cell_um2 10.39 \
    fin_skew_ns 0.004626 \
    power_density_nw_per_um2 1089 \
    chipHeight_um 80 \
    ys_warn_count 2 \
    fp_util_pct 3.956 \
    clk_path_buf_depth 2 \
    cts_sinks 3 \
    worstSetupPathType "flip-flop to output pin" \
    dpl_cell_area_um2 237.7 \
    ys_area_um2 135.1 \
    clock-root-buffer "clkbuf_4" \
    timing.fmax_mhz 800.5 \
    clock_latency_ns 0.23 \
    crit_path_max_fanout 2 \
    crit_cells 2 \
    ir_drop_uv 191.2 \
    crit_required_ns 1.04 \
    grt_pass1_wl_um 717 \
    ys_cells 13 \
    antenna_found_initial 1 \
    r2r_end "jk_B.q" \
    syn_area_um2 135.1 \
    endpoint_kind "output pin" \
    drc 0 \
]
-- synth_stat cells --
cell type	count	area share [%]
a31oi_1	1	4.6
or2_1	1	4.6
and3_2	1	5.6
inv_1	1	2.8
nor2_1	2	5.6
a21oi_1	1	3.7
nand3b_1	1	5.6
nand2b_1	1	4.6
dfrtp_1	3	56
mux2i_1	1	7.4
-- cell families after synthesis --
group | share of synthesized area (%)
and+or+nand+nor | 25.94
AOI/OAI and AO/OA | 8.333
DFF | 55.55
buffers and inverters | 2.775
muxes | 7.408
-- where the power goes --
part | switching [mW] | leakage, nW | internal [mW] | total (mW)
clock | 0.0482 | 0.0150 | 0.115 | 0.163
combinational | 0.0187 | 0.0747 | 0.0332 | 0.0518
sequential | 0.00592 | 0.0347 | 0.103 | 0.109
total | 0.0728 | 0.124 | 0.252 | 0.324
-- placed cells by master, fill, tap and decap left out --
| cell | n |
|---|---|
| and3_4 | 1 |
| a31oi_1 | 1 |
| mux2i_1 | 1 |
| buf_4 | 6 |
| nand3b_1 | 1 |
| dfrtp_1 | 3 |
| or2_1 | 1 |
| nor2_1 | 2 |
| clkdlybuf4s50_1 | 1 |
| clkbuf_4 | 3 |
| nand2b_1 | 1 |
| a21oi_1 | 1 |
| clkbuf_1 | 1 |
| inv_1 | 1 |
| dlygate4sd2_1 | 2 |
| diode_2 | 1 |
-- state kept, by name, indices dropped and copies added (netlist names) --
signal	count
jk_A.q	1
jk_B.q	1
jk_C.q	1
-- per-stage QoR --
step / power, mW / std cells
detailed placement: 0.1476 / 64
floorplan: 0.1267 / 13
finish: 0.3243 / 73
global placement: 0.1440 / 64
CTS: 0.3268 / 71
global route: 0.3489 / 73
-- how the worst min path moves through the flow --
stage,from,endpoint,slack [ns],cells past startpoint
finish,rst,jk_A.q,0.24,4
global route,rst,jk_A.q,0.26,4
CTS,rst,jk_A.q,0.22,4
-- layer usage --
metal	share of wire [%]	vias up	GRT usage (%)
li1	-	73	-
met1	41	65	1.329
met2	40	4	1.926
met3	19	0	2.500
met4	0	0	0.3521
met5	0	-	0
-- tightest hold or removal path: cells and delay by family --
family | cells | cell delay [ns]
buffers and inverters | 4 | 0.53
-- what timing repair did --
action	CTS	global route
gates resized	2	1
buffers inserted	3	1
setup endpoints to repair	1	1
hold endpoints to repair	0	0
-- cell type report --
cell class              count  area (µm²)  share of cell area (%)
flip-flops and latches      3       75.07                   25.21
repair buffers              9       72.57                   24.37
multi-input cells           9       60.06                   20.17
well taps                  46       57.56                   19.33
clock buffers               4       26.28                   8.824
inverters                   1       3.754                   1.261
diodes                      1       2.502                  0.8403
No activity file was given, so power comes from the tool's default toggle rates.
